--- /design/flow/run.sh ---
#!/bin/bash
# OpenROAD 26Q1-2900-gdf79404cd8, Yosys 0.63+post, stock flow scripts
make -C /OpenROAD-flow-scripts/flow DESIGN_CONFIG=/design/flow/config.mk WORK_HOME=/design/flow/orfs finish
--- /design/flow/config.mk ---
export PLATFORM = sky130hd
export DESIGN_NAME = registerFile
export DESIGN_NICKNAME = registerFile
export VERILOG_FILES = /design/flow/design.v
export SDC_FILE = /design/flow/constraint.sdc
export NUM_CORES = 4
export LEC_CHECK = 1
export CORE_UTILIZATION = 40
--- /design/flow/constraint.sdc ---
current_design registerFile

set clk_period 2.7
set clk_io_pct 0.2

create_clock -name clk0 -period $clk_period [get_ports {clk}]

set non_clock_inputs [all_inputs -no_clocks]
set_input_delay [expr $clk_period * $clk_io_pct] -clock clk0 $non_clock_inputs
set_output_delay [expr $clk_period * $clk_io_pct] -clock clk0 [all_outputs]
--- /design/flow/design.v ---
`timescale 1ns / 1ps
module registerFile(input logic clk, we, reset,
                    input logic [3:0] writeAddress,
                    input logic [7:0] writeData,
                    input logic [3:0] readAddress1, readAddress2,
                    output logic [7:0] readData1, readData2);
    logic [7:0] RF[15:0];
    initial begin
        for (int i = 0; i < 16; i++) begin
            RF[i] = 0;
        end
    end
    always@ (posedge clk) begin
        if (we) begin
            RF[writeAddress] <= writeData;
        end
        if (reset) begin
            for (int i = 0; i < 16; i++) begin
                RF[i] = 0;
            end
        end
    end
    assign readData1 = RF[readAddress1];
    assign readData2 = RF[readAddress2];
endmodule
==> flow_metrics.rpt <==
RUN METRICS
----------------------------------------------------
[Outcome]
  Outcome ........................ complete, no violations

[Global route]
  Antenna violations before repair ........................ 0
  Pin count of the biggest net entering global routing ........................ roughly 70
  First-pass GRT wire length ........................ between 30000 and 40000 um
  GRT Util Overall ........................ 0.2877
  Via count of the first global-routing pass ........................ around 6300
  Overflow left after global routing ........................ 0

[Clock network]
  # hold bufs at CTS ........................ 0
  Clock-pin slew on the worst setup and hold paths ........................ around 0.06 ns
  CTS tree ........................ done
  Cts bufs inserted ........................ 17
  Clk root buf ........................ sky130_fd_sc_hd__clkbuf_16
  Maximum clock path buffer count ........................ 2
  Worst skew pair latency ........................ between 0.4 and 0.5 ns
  H-tree levels ........................ 4
  Total clock sinks ........................ around 130

[Critical path]
  Category of the most critical setup path ........................ input port to output port
  Arrival time worst endpoint ........................ approximately 2.1 ns
  Depth of the worst register-to-register path ........................ 2
  Critical R2R Launch ........................ RF[11][6]
  Reg2reg setup slack ........................ ~2 ns
  Kind of start point of the critical path ........................ input port
  End of the worst register-to-register path ........................ RF[11][6]
  Required time at the endpoint of the critical path ........................ approximately 2.2 ns
  Worst setup endpoint ........................ readData2[6]
  Start point of the critical path ........................ readAddress2[1]
  Critical path fanouts, max ........................ 5
  Worst setup EP type ........................ output port

[Floorplan]
  Vertical die size ........................ between 100 and 150 um
  Num ports ........................ 39
  Initial core utilization ........................ 0.4150
  Die outline area ........................ about 0.018 sq mm
  Area inside the core boundary ........................ ~0.017 sq mm
  Width of the die ........................ 133.9 um
  Floorplan row count ........................ ~47

[Final timing]
  Maximum operating frequency ........................ 376.1 MHz
  Transition time of the tightest slew-check pin ........................ 0.8730 ns
  Clock skew after layout ........................ 0 ns
  Final period util ........................ 0.9848
  Slew margin rel. ........................ 0.4180
  Setup violations, final ........................ 0
  Hold violation count in the final report ........................ 0
  Minimum clock period ........................ between 2 and 3 ns
  Final max-slew violation count ........................ 0

[Power and ir drop]
  Pleak ........................ 2.962 nW
  Cell Pwr Density ........................ 553.8 mW/mm^2
  Maximum vdd drop ........................ ~460 uV

[Yosys]
  Number of enable-type register cells in the synthesized netlist ........................ 0
  Leading area contributor after synthesis ........................ sky130_fd_sc_hd__dfxtp_1
  Max-area cell share ........................ 0.3684
  Leading cell types by count after synthesis ........................ sky130_fd_sc_hd__nand3_1, sky130_fd_sc_hd__a21oi_1, sky130_fd_sc_hd__dfxtp_1
  Post-synth ARST share ........................ 0
  Top flip-flop cell by instance count after synthesis ........................ sky130_fd_sc_hd__dfxtp_1
  Sequential area share after synthesis ........................ 0.3684
  Leading post-synthesis cells by cell area ........................ sky130_fd_sc_hd__dfxtp_1, sky130_fd_sc_hd__mux4_2, sky130_fd_sc_hd__nand3_1
  Post-synthesis instance area ........................ ~0.0070 sq mm
  Post-synthesis average cell area ........................ between 9 and 10 sq um
  Synthesized netlist cell count ........................ 754
  Warnings, synthesis ........................ 1
  Synth flops ........................ around 130
  # Cells Yosys ........................ between 700 and 800
  Distinct cell type count after synthesis ........................ 25
  Most frequently used cell type in the post-synthesis netlist ........................ sky130_fd_sc_hd__nand3_1
  Area figure in the yosys stat output ........................ 0.006955 sq mm

[Drt]
  Iteration tally of the first detailed-router pass ........................ 5
  Antenna diode instance count ........................ 0
  Total number of vias ........................ roughly 6600
  Average routed wire per standard cell ........................ 24.08 um
  Routed via count divided by cell count ........................ ~6.6
  Drt drc ........................ 0
  Number of nets with antenna violations after routing ........................ 0
  Violation count after the first detailed-route iteration ........................ about 590
  WL final ........................ between 20000 and 25000 um

[Layout]
  Area added between synthesis and finish ........................ 24.21%
  Register containing the most flip-flops in the final layout ........................ RF
  Fraction of final layout cells sized beyond drive strength 1 ........................ 0.2276
  Top flop regs ........................ RF x128
  Post-Route Utilization ........................ 0.5155
  Number of fill cells in the layout ........................ about 1400
  Post-route cell area ........................ 0.008640 sq mm
  Number of flip-flops in the largest register ........................ about 130

[Hold path]
  Worst min path class ........................ flip-flop to flip-flop

[Placement]
  Placed cell area ........................ around 0.0076 sq mm
  Final weighted congestion in routability-driven placement ........................ 0.8254
  Buffers added on ports ........................ 38
  DP HPWL ........................ around 13000 um

[Run]
  MaxCap Viol Count ........................ 0
  Count of warning messages emitted by the tools ........................ 26

----------------------------------------------------
-- power by group --
group,internal (W),switching [W],total [W]
sequential,0.00191,0.0000155,0.00193
combinational,0.000242,0.000356,0.000598
clock,0.00146,0.000793,0.00226
total,0.00362,0.00116,0.00478
-- worst max-delay path, cell delays in order --
cell and delay [ns]:
sky130_fd_sc_hd__buf_2 0.14, sky130_fd_sc_hd__bufbuf_16 0.29, sky130_fd_sc_hd__buf_4 0.13, sky130_fd_sc_hd__mux4_2 0.33, sky130_fd_sc_hd__a22oi_2 0.18, sky130_fd_sc_hd__nand2_1 0.07, sky130_fd_sc_hd__clkdlybuf4s50_1 0.42
-- final cells by class --
type                    count  area (sq um)  area share
well taps                 220         275.3     0.03186
clock inverters             6         80.08    0.009269
flip-flops and latches    128          2562      0.2966
repair buffers            104          1249      0.1445
multi-input cells         520          3971      0.4597
clock buffers              24         501.7     0.05807
-- worst min-delay path by stage --
stage	start	endpoint	slack (ns)	depth (start not counted)
after CTS	RF[3][1]	RF[3][1]	0.49	2
final	RF[8][5]	RF[8][5]	0.49	2
after global routing	RF[6][4]	RF[6][4]	0.51	2
-- cells in the final DEF, fill, tap and decap left out, types with 8 or more instances in the layout --
cell                              count
sky130_fd_sc_hd__nand3_1            129
sky130_fd_sc_hd__dfxtp_1            128
sky130_fd_sc_hd__a21oi_1            128
sky130_fd_sc_hd__o21ai_0            120
sky130_fd_sc_hd__mux4_2              55
sky130_fd_sc_hd__buf_4               41
sky130_fd_sc_hd__clkdlybuf4s50_1     27
sky130_fd_sc_hd__buf_12              19
sky130_fd_sc_hd__clkbuf_16           18
sky130_fd_sc_hd__nand2_1             17
sky130_fd_sc_hd__a22oi_1             17
sky130_fd_sc_hd__a22oi_2             15
sky130_fd_sc_hd__mux4_1               9
sky130_fd_sc_hd__o21ai_1              8
-- per-layer routing --
layer	part of all wire	up-vias	global-route usage
li1	-	2876	-
met1	0.38	3215	0.3875
met2	0.44	457	0.4145
met3	0.14	62	0.1632
met4	0.027	2	0.06376
met5	0.0024	-	0
-- timing repair --
item,in CTS,in global routing
gates cloned,5,1
gates resized,37,27
pin swaps,2,3
setup endpoints to repair,16,14
buffers inserted,9,2
-- metrics by stage --
step	cells	worst slack (ns)	setup TNS [ns]	total power, W	hold WS, ns
after global placement	955	-0.3422	-4.507	0.002467	0.4641
after global routing	1002	-0.002940	-0.002940	0.004901	0.5121
after floorplan	754	0.5664	0	0.002259	0.4573
after CTS	999	-0.01416	-0.01416	0.004768	0.4859
final	1002	0.04106	0	0.004784	0.4881
after detailed placement	955	-0.3912	-5.219	0.002476	0.4764
-- cells by family after synthesis --
group	after synthesis	synth area share
compound gates	288	0.2187
buf+inv	106	0.07285
flops	128	0.3684
mux	64	0.2169
simple gates	168	0.1230
Power figures rest on the tool's default switching activity, not on a simulated workload.
