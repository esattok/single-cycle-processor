File: flow/config.mk
export PLATFORM = sky130hd
export DESIGN_NAME = dataMemory
export DESIGN_NICKNAME = dataMemory
export VERILOG_FILES = /design/flow/design.v
export SDC_FILE = /design/flow/constraint.sdc
export NUM_CORES = 4
export LEC_CHECK = 1
export CORE_UTILIZATION = 40
File: flow/constraint.sdc
current_design dataMemory

set clk_period 3.6
set clk_io_pct 0.2

create_clock -name clk0 -period $clk_period [get_ports {clk}]

set non_clock_inputs [all_inputs -no_clocks]
set_input_delay [expr $clk_period * $clk_io_pct] -clock clk0 $non_clock_inputs
set_output_delay [expr $clk_period * $clk_io_pct] -clock clk0 [all_outputs]
File: flow/run.sh
#!/bin/bash
# OpenROAD 26Q1-2900-gdf79404cd8, Yosys 0.63+post, stock flow scripts
make -C /OpenROAD-flow-scripts/flow DESIGN_CONFIG=/design/flow/config.mk WORK_HOME=/design/flow/orfs finish
File: flow/design.v
`timescale 1ns / 1ps
module dataMemory(input logic clk, we, reset,
                  input logic [3:0] writeAddress,
                  input logic [7:0] writeData,
                  input logic [3:0] readAddress1, readAddress2,
                  output logic [7:0] readData1, readData2);
    logic [7:0] RAM[15:0];
    initial begin
        for (int i = 0; i < 16; i++) begin
            RAM[i] = 0;
        end
    end
    always@ (posedge clk) begin
        if (we) begin
            RAM[writeAddress] <= writeData;
        end
        if (reset) begin
            for (int i = 0; i < 16; i++) begin
                RAM[i] = 0;
            end
        end
    end
    assign readData1 = RAM[readAddress1];
    assign readData2 = RAM[readAddress2];
endmodule
module tmMemory();
    logic clk, writeEnable, clear;
    logic[3:0] writeAddress, readAddress1, readAddress2;
    logic [7:0] writeData, readData1, readData2;
    dataMemory test(clk, writeEnable, clear, writeAddress, writeData, readAddress1, readAddress2, readData1, readData2);
    always begin
        clk = 1; #5;
        clk = 0; #5;
    end
    initial begin
        writeEnable = 1; clear = 0; readAddress1 = 2; readAddress2 = 14; writeAddress = 3; writeData = 20; #10;
        writeEnable = 1; clear = 0; readAddress1 = 3; readAddress2 = 14; writeAddress = 2; writeData = 15; #10;
        writeEnable = 1; clear = 0; readAddress1 = 2; readAddress2 = 3; writeAddress = 6; writeData = 57; #10;
        writeEnable = 0; clear = 1; readAddress1 = 2; readAddress2 = 14; writeAddress = 3; writeData = 20; #10;
        writeEnable = 1; clear = 0; readAddress1 = 2; readAddress2 = 3; writeAddress = 0; writeData = 20; #10;
        writeEnable = 0; clear = 0; readAddress1 = 2; readAddress2 = 3; writeAddress = 3; writeData = 20; #10;
        writeEnable = 0; clear = 0; readAddress1 = 2; readAddress2 = 0; writeAddress = 3; writeData = 20; #10;
    end
endmodule
==> notes.md <==
Summary of implementation figures.

Run status
The flow ran to the end, and the final reports show no timing, DRC or antenna violations.

STA
Setup repair after global routing left no endpoint under its margin. The time the final worst path needs with I/O delays and setup is 3.45 ns. Measured against its own limit, the worst slew margin works out to 43.4%. In this build the clock could be raised as far as 290 MHz. The transition time of the tightest slew-check pin is 0.846 ns. The summed negative setup slack over all endpoints is 0 ns. The final tally of setup violations is 0.

The final tally of hold violations is 0. Across the routed clock network, the largest skew measured is 0 ns. The share of the clock period used by the worst path is 95.7%. Counting pins that exceed their max-slew limit in the final report gives 0.

Logic synthesis
The post-synthesis instance area is 6960 um^2. The synthesized netlist cell count is 754. The register area share after synthesis is 36.8%.

The gate-level netlist out of Yosys references 25 unique cell types. The synth_stat.txt file lists the number of cells as 754. The proportion of synthesized flip-flops having asynchronous set or reset is 0%.

The number of flip-flops and latches in the synthesized netlist is 128. The average size of a mapped cell is 9.22 um^2. The total of warnings raised by yosys is 1.

Among all flip-flop cells after synthesis, the most frequent one is dfxtp_1. The number of enable-type register cells in the synthesized netlist is 0. The area of the synthesized netlist per yosys stat is 6960 um^2.

Clocking
Once the clock tree was built, the setup fixing pass inserted 0 buffers. The H-tree was split into 4 levels. The report lists the number of cells resized after CTS as 0. The registers of the reported paths see a clock transition of 0.05 ns.

After clock tree synthesis, the flow added hold-fix buffers numbering 0. The number of clock buffers inserted by TritonCTS is 17. The clock latency of the later-clocked register in the worst-skew pair is 0.41 ns. The number of buffers between clock root and the deepest sink is 2. Looking at the clock tree report, the root buffer type is clkbuf_16. TritonCTS reports the number of clock sinks as 128. TritonCTS built the clock tree.

Die
According to the I/O placement log, the pin count is 39. The die is 134 um wide. According to the floorplan report, the placeable core area is 16,800 um^2. Per the OpenROAD floorplan log, the area of the die is 17,900 um^2. From bottom edge to top edge, the die measures 134 um. According to the floorplan log, the row count is 47. The floorplan step records an initial core utilization of 41.5%.

Global routing
The maximum number of pins on one net before global-route repair is 62. The overflow left after global routing is 0. The overall global routing resource usage is 27.1%. The first global-routing pass estimated 34,900 um of wire. The via count of the first global-routing pass is 6,229.

The initial antenna violation count is 0.

Pwr
Dividing total power by cell area gives a power density of 442 nW/um^2. In this run the VDD rail shows a maximum IR drop of 0.313 mV. In this run the static leakage power is 2.64 nW.

Detailed routing
The routed wirelength on the met1 layer is recorded as 8450 um. The first detailed-routing pass took 5 iterations. In the routed design, unresolved DRC markers number 0. The remaining number of nets flagged by the antenna check after routing is 0. The count of antenna diodes in the layout is 0. Once iteration 0 of detailed routing completed, the report listed 550 DRC markers. The routed design shows a wire length per standard cell of 23.5 um. The routed design uses 10,400 um of met2 wire. The via density per instance is 6.57. Per the detailed-route log, wirelength across all metal layers totals 22,700 um. The detailed route wirelength on metal3 is 3390 um. The top routing layer in use is met4. The final route contains 6,350 vias.

Critical path
The worst setup path is captured at a primary output. The worst reg-to-reg path cell count is 2. The worst endpoint data arrival time is 2.73 ns.

The startpoint identified for the worst register-to-register timing path is RAM[2][1]$_SDFFE_PP0P_. The critical-path maximum fanout is 32. The worst setup slack for register-to-register paths is 2.88 ns. The critical path required time is 2.88 ns.

The worst reg2reg path endpoint is RAM[2][1]$_SDFFE_PP0P_. The worst setup path is launched from an input port. The kind of critical path is in2out.

Min path
The type of the tightest min-delay check is reg2reg. The startpoint identified for the worst hold timing path is RAM[0][5]$_SDFFE_PP0P_. The number of cells on the worst hold path is listed as 2.

The terminating pin of the worst hold path is RAM[0][5]$_SDFFE_PP0P_.

Run
Summing over the stages, the warning tally comes to 25. The report counts max-capacitance violations totalling 0.

Cells and area
Relative to the synthesized area, the layout overhead comes to 14.6%. After the flow finishes, the layout carries non-filler instances totaling 966. The flip-flop count of the largest register, all copies and words added is 128. The most common logic cell in the routed design is nand3_1.

The fraction of layout cells with a size suffix above 1 is 14.9%. The top register by number of flip-flops is RAM. The largest registers in the layout are RAM (128). The most common logic cells in the final layout are nand3_1 (129), dfxtp_1 (128), a21oi_1 (128).

Placed design
Per the placement log, port buffering inserted 38 buffers. For this run the detailed placement stage logged an HPWL of 12,400 um. The final RePlAce weighted congestion is 0.818. The count of placed standard cells including taps is 935.
==> worst max-delay path, stage by stage <==
cell             delay [ns]
clkdlybuf4s50_1        0.50
buf_12                 0.25
mux4_2                 0.54
a22oi_1                0.20
nand2_1                0.09
clkdlybuf4s50_1        0.41
==> kinds of logic after synthesis <==
logic type             count (synthesis)  share of synthesized area, %
AND/OR/NAND/NOR                      168                          12.3
multiplexers                          64                          21.7
flip-flops                           128                          36.8
AND-OR/OR-AND                        288                          21.9
buffers and inverters                106                          7.29
==> how the worst max path moves through the flow <==
stage          startpoint           end  slack [ns]  cells after the start
5_1_grt   readAddress1[1]  readData1[2]        0.05                      6
6_report  readAddress1[1]  readData1[2]        0.15                      6
4_1_cts   readAddress1[1]  readData1[2]        0.15                      6
==> cells in the mapped netlist, types with 2 or more instances <==
cell      number  area share (%)
buf_12         2            0.58
and2_1         3            0.27
nand3b_1       2            0.22
buf_2         28             2.0
buf_1          5            0.27
buf_6          4            0.65
nand3_1      129             9.3
dfxtp_1      128              37
clkbuf_1      64             3.5
mux4_2        46              15
nor2_1         3            0.16
buf_4          3            0.32
and3b_1        2            0.25
a21oi_1      128             9.2
nand2_1       17            0.92
a22oi_1       32             3.5
nand2b_1       2            0.18
nor2b_1        6            0.54
o21ai_1        8            0.58
o21ai_0      120             8.6
mux4_1        18             6.8
==> power breakdown <==
| part | internal, W | switching (W) | leakage [nW] |
|---|---|---|---|
| Sequential | 0.00144 | 0.0000110 | 1.03 |
| Clock | 0.00112 | 0.000595 | 0.296 |
| Combinational | 0.000114 | 0.000242 | 1.31 |
==> routing by layer <==
| metal | GRT usage (%) | up-vias |
|---|---|---|
| li1 | - | 2812 |
| met1 | 35.2 | 3031 |
| met2 | 39.9 | 456 |
| met3 | 16.5 | 51 |
| met4 | 4.80 | 0 |
| met5 | 0 | - |
==> per-stage QoR <==
step | hold WS, ns | total power [W] | worst slack, ns | instance area [um^2] | util, %
floorplan | 0.457 | 0.00169 | 1.11 | 6960 | -
global placement | 0.466 | 0.00182 | 0.160 | 7370 | 44.0
detailed placement | 0.476 | 0.00182 | 0.154 | 7370 | 44.0
CTS | 0.484 | 0.00352 | 0.153 | 7970 | 47.5
global route | 0.503 | 0.00361 | 0.0454 | 7970 | 47.5
finish | 0.486 | 0.00352 | 0.154 | 7970 | 47.5
==> area by class of cell <==
class,instances,area [um^2]
Clock inverter,5,75.1
Multi-Input combinational cell,520,3900
Clock buffer,26,519
Tap cell,220,275
Timing Repair Buffer,67,636
Sequential cell,128,2560
Fill cell,1512,8790
Power figures rest on the tool's default switching activity, not on a simulated workload.
