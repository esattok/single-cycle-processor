$ cat ./constraint.sdc
current_design debouncer

set clk_period 8.8
set clk_io_pct 0.2

create_clock -name clk0 -period $clk_period [get_ports {clk}]

set non_clock_inputs [all_inputs -no_clocks]
set_input_delay [expr $clk_period * $clk_io_pct] -clock clk0 $non_clock_inputs
set_output_delay [expr $clk_period * $clk_io_pct] -clock clk0 [all_outputs]
$ cat ./config.mk
export PLATFORM = sky130hd
export DESIGN_NAME = debouncer
export DESIGN_NICKNAME = debouncer
export VERILOG_FILES = /design/flow/design.v
export SDC_FILE = /design/flow/constraint.sdc
export NUM_CORES = 4
export LEC_CHECK = 1
export CORE_AREA = 10 10 110 110
export DIE_AREA = 0 0 120 120
$ cat ./design.v
`timescale 1ns / 1ps
module debouncer(input logic clk, input logic button,output logic pulse);
    logic [24:0] timer;
    typedef enum logic [1:0]{S0,S1,S2,S3} states;
    states state = S0, nextState = S0;
    logic gotInput;
    always_ff@(posedge clk)
        begin    
            state <= nextState;
            if(gotInput)
                timer <= 25000000;
            else
                timer <= timer - 1;
        end
    always_comb
        case(state)
            S0: if(button) 
                begin  
                    nextState = S1;    
                    gotInput = 1;
                end
                else begin nextState = S0; gotInput = 0; end
            S1: begin nextState = S2; gotInput = 0; end
            S2: begin nextState = S3; gotInput = 0; end
            S3: begin if(timer == 0) nextState = S0; else nextState = S3; gotInput = 0; end
            default: begin nextState = S0; gotInput = 0; end
            endcase
    assign pulse = ( state == S1 );
endmodule
$ cat ./run.sh
#!/bin/bash
# OpenROAD 26Q1-2900-gdf79404cd8, Yosys 0.63+post, stock flow scripts
make -C /OpenROAD-flow-scripts/flow DESIGN_CONFIG=/design/flow/config.mk WORK_HOME=/design/flow/orfs finish
==> results_slide.txt <==
Synthesis and Place & Route Summary

Global route
  – Pin count of the biggest net entering global routing: 20
  – GRT met1 Usage: approximately 4.0%
  – Initial antenna violation count: 0
  – GRT Overall Usage: under 10%
  – GR peak layer: met2
  – Vias in the first global route: 843
  – Global Route met2 Usage: ~4.6%
  – GR Layer Usage met3: between 1 and 1.5%
  – Global-route wire length before repair: about 3700 microns
  – GRT Residual Overflow: 0

Power and ir drop
  – Peak supply drop: 0.0718 mV
  – Combinational Power Share: between 20% and 30%
  – Clock power share: between 20% and 30%
  – Cell Int Power: 0.217 mW
  – Switch share: 30.3%
  – Switch Pwr: approximately 0.095 mW
  – Pleak: between 0.4 and 0.5 nW
  – PwrDens: 218 nW/um^2
  – Seq pwr share: a little under three fifths

Placement
  – Final HPWL DP: 1450 microns
  – Number of port buffers: 2
  – Placer Congestion: approximately 0.79
  – Place WS: around 5.5 ns

Synthesis
  – Main synth FF type: dfxtp_1
  – Post-synthesis cell count: 138
  – Yosys warns: 1
  – Number of synthesized flops with an enable pin: 0
  – Post-synth ARST share: 0%
  – # Cells Yosys: 138
  – Flops after synth: 27
  – Unique masters post-synth: 37
  – Mapped Area: between 1000 and 1500 sq um
  – Syn Area/Cell: slightly below 9 sq um
  – Sequential cell area fraction in the yosys report: 44.6%
  – Yosys synthesis chip area: about 1200 sq um

Worst setup path
  – Crit. End Element: output port
  – Req. time, crit path: between 7 and 8 ns
  – Critical-path cell list: inv_1 -> nor2_1 -> clkdlybuf4s50_1
  – Crit path DAT: ~1.3 ns
  – CP Class: reg -> out
  – CP Max Fanout: 5
  – Slowest stage cell, crit path: clkdlybuf4s50_1
  – Max stage delay on crit path: 0.46 ns
  – Type of origin of the critical path: flop

Final timing
  – Final tally of setup violations: 0
  – Maximum clock frequency: ~330 MHz
  – Worst Tran Pin Value: between 0.8 and 0.9 ns
  – Final TNS setup: 0 ns
  – Max-slew headroom: 42.5%
  – Final Cycle Share: 34.8%
  – Final hold vios: 0
  – Minimum clock period: between 3 and 4 ns
  – Final worst slack: ~5.7 ns
  – Slew Limit Fails: 0
  – Worst Clk Skew: 0.00699 ns
  – RSZ-0062 raised after global routing: no

Clocking
  – Clk sinks: 27
  – Clock Tree Buf Depth: 2
  – CTS tree: done
  – Post-CTS Setup Inserts: 0
  – Root Driver: clkbuf_8
  – Cts bufs inserted: 3
  – CTS Hold Buffers Added: 0
  – H-tree levels: 1
  – Clock Latency Late Sink: ~0.26 ns
  – Clk slew on worst S/H paths: ~0.090 ns
  – Cts repair resizes: 0

Die
  – Die Wd: roughly 120 microns
  – FP Rows: 36
  – Die height: 120 microns
  – Core area: ~9800 sq um
  – # IOs: 3
  – Starting Density: between 10% and 20%
  – Die Footprint: about 14000 sq um

Routing
  – Via density: 3.45
  – Number of antenna diodes: 0
  – DRT iter0 DRCs: between 40 and 50
  – Drt total wl: ~2100 microns
  – Antenna-violating nets left: 0
  – Routed via count: about 940
  – # DRC: 0
  – DR WL/cell: ~7.7 microns
  – 1st-pass router iterations: 4

Job
  – Tool warnings: 25
  – Max capacitance violation total: 0

Worst hold path
  – Min-delay worst type: reg -> reg

Layout
  – Layout cell share with drive strength beyond 1: between 10% and 20%
  – Area grow syn2layout: 18.1%

Outcome
  – Status: completed
-- final cells by class --
class                      count  area, sq um
clock buffer                   4         45.0
fill                        1102         8340
inverter                       4         15.0
multi-input combinational    101          637
sequential                    27          541
tap                          133          166
timing repair buffer           3         27.5
-- state kept, by name, indices dropped and copies added (netlist names) --
| signal | flops |
|---|---|
| state | 2 |
| timer | 25 |
-- synthesized netlist by cell type, types with 2 or more instances --
cell type,count,area share (%)
o21ai_0,6,2.5
or4_1,5,3.1
nor3_1,6,2.5
nand2b_1,2,1.0
and2_1,3,1.5
nor2_1,21,6.5
inv_1,4,1.2
nand3_1,3,1.2
or3_1,4,2.1
mux2i_1,3,2.5
nand2_1,3,0.93
clkbuf_1,4,1.2
and3_1,4,2.1
a21oi_1,9,3.7
o31ai_1,2,1.2
dfxtp_1,27,45
or3b_2,3,2.2
xnor2_1,6,4.3
nor4_1,4,2.1
a31o_2,2,1.4
-- power groups by stage --
stage / clock network [mW] / logic (mW) / registers [mW]
finish: 0.0675 / 0.0650 / 0.180
global route: 0.0769 / 0.0731 / 0.186
CTS: 0.0713 / 0.0657 / 0.179
-- worst paths after layout --
| path | start | end | slack, ns | depth (start not counted) |
|---|---|---|---|---|
| hold / removal | timer[0]$_SDFF_PP0_ | timer[0]$_SDFF_PP0_ | 0.45 | 1 |
| hold reg to reg | timer[0]$_SDFF_PP0_ | timer[0]$_SDFF_PP0_ | 0.45 | 1 |
| setup / recovery | state[0]$_DFF_P_ | pulse | 5.74 | 3 |
| setup reg to reg | timer[0]$_SDFF_PP0_ | state[0]$_DFF_P_ | 6.45 | 6 |
-- placed cells by master (no fill, tap or decap), drive strengths merged, types with 2 or more instances in the layout --
cell type | synthesis | routed
dfxtp | 27 | 27
nor2 | 21 | 21
a21oi | 9 | 9
xnor2 | 6 | 6
nor3 | 6 | 6
o21ai | 6 | 6
or4 | 6 | 6
nor4 | 5 | 5
inv | 4 | 4
or3 | 4 | 4
and3 | 4 | 4
clkbuf | 5 | 4
or3b | 3 | 3
nand3 | 3 | 3
and2 | 3 | 3
mux2i | 3 | 3
nand2 | 3 | 3
nand2b | 2 | 2
o31ai | 2 | 2
a31o | 2 | 2
clkdlybuf4s50 | 0 | 2
or2 | 2 | 2
-- per-stage QoR --
| stage | cells | power [mW] | hold slack [ns] | util (%) | area, sq um |
|---|---|---|---|---|---|
| 5_1_grt | 272 | 0.336 | 0.471 | 14.6 | 1430 |
| 3_3_place_gp | 268 | 0.244 | 0.423 | 14.2 | 1390 |
| 6_report | 272 | 0.312 | 0.445 | 14.6 | 1430 |
| 4_1_cts | 272 | 0.316 | 0.447 | 14.6 | 1430 |
| 2_1_floorplan | 138 | 0.233 | 0.408 | - | 1210 |
| 3_5_place_dp | 268 | 0.246 | 0.436 | 14.2 | 1390 |
-- worst max-delay path: cells and delay by family (launching register included) --
family	cells	cell delay, ns
buf+inv	2	0.54
flops	1	0.40
simple gates	1	0.10
-- layer usage --
metal	up-vias	wire length, microns
met2	10	877
met3	0	137
li1	502	-
met4	0	0
met1	426	1070
met5	-	0
-- cell families (layout without fill, tap and decap cells) --
logic type / Yosys count / count (layout) / synth area share, %
AND-OR/OR-AND: 23 / 23 / 11.8
XOR/XNOR: 7 / 7 / 5.06
adder cells (fa/ha/maj): 1 / 1 / 1.03
buffers and inverters: 10 / 11 / 3.30
flip-flops: 27 / 27 / 44.6
multiplexers: 3 / 3 / 2.48
AND/OR/NAND/NOR: 67 / 67 / 31.8
Power is estimated from default activity; no workload was simulated.
